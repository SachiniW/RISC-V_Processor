==> design.v <==
`timescale 1ns / 1ps
module StallUnit(
    input [4:0] DE_SRC1,
    input [4:0] DE_SRC2,
    input [4:0] EM_RD,
    input [4:0] MW_RD,
    input [2:0] TYPE,
    input EM_REGWRT,
    input MW_REGWRT,
    output STALL_PROCESSOR  
);
localparam ALU_ADD      = 4'd0;
localparam ALU_SUB      = 4'd1;
localparam ALU_AND      = 4'd2;
localparam ALU_OR       = 4'd3;
localparam ALU_XOR      = 4'd4;
localparam ALU_SLT      = 4'd5;
localparam ALU_SLL      = 4'd6;
localparam ALU_SLTU     = 4'd7;
localparam ALU_SRL      = 4'd8;
localparam ALU_SRA      = 4'd9;
localparam ALU_COPY1    = 4'd10;
localparam ALU_COPY2    = 4'd11;
localparam  BEQ = 3'b000,
            BNE = 3'b001,
            BLT = 3'b100,
            BGE = 3'b101,
            BLTU = 3'b110,
            BGEU = 3'b111;
localparam  J = 3'b111,
            S = 3'b001,
            B = 3'b010,
            I = 3'b011,
            U = 3'b100,
            R = 3'b101;
localparam  ALUSRC1_RS1 = 1'b0,
            ALUSRC1_PC  = 1'b1;
localparam  ALUSRC2_RS2 = 1'b0,
            ALUSRC2_IMM = 1'b1;
localparam LW     = 10'b0100000011;
localparam LB     = 10'b0000000011;
localparam LH     = 10'b0010000011;
localparam LBU    = 10'b1000000011;
localparam LHU    = 10'b1010000011;
localparam SW     = 10'b0100100011;
localparam SB     = 10'b0000100011;
localparam SH     = 10'b0010100011;
localparam SLL    = 11'b00010110011;
localparam SLLI   = 11'b00010010011;
localparam SRL    = 11'b01010110011;
localparam SRLI   = 11'b01010010011;
localparam SRA    = 11'b11010110011;
localparam SRAI   = 11'b11010010011;
localparam ADD    = 11'b00000110011;
localparam ADDI   = 10'b0000010011;
localparam SUB    = 11'b10000110011;
localparam LUI    = 7'b0110111;
localparam AUIPC  = 7'b0010111;
localparam XOR    = 11'b01000110011;
localparam XORI   = 10'b1000010011;
localparam OR     = 11'b01100110011;
localparam ORI    = 10'b1100010011;
localparam AND    = 11'b01110110011;
localparam ANDI   = 10'b1110010011;
localparam SLT    = 11'b00100110011;
localparam SLTI   = 10'b0100010011;
localparam SLTU   = 11'b00110110011;
localparam SLTIU  = 10'b0110010011;
localparam BRANCH =    7'b1100011;
localparam JAL    = 7'b1101111;
localparam JALR   = 10'b0001100111;
localparam FETCH = 3'd0,
           DECODE = 3'd1, 
           EXECUTE = 3'd2,
           MEMORY_ACCESS = 3'd3,
           WRITE_BACK = 3'd4;
wire STALL1, STALL2, STALL3;
wire CHECK_SRC1_EM, CHECK_SRC2_EM, CHECK_SRC1_MW, CHECK_SRC2_MW;
assign CHECK_SRC1_EM = (DE_SRC1==EM_RD) && (DE_SRC1!= 5'd0) && (EM_REGWRT==1'd1);
assign CHECK_SRC1_MW = (DE_SRC1==MW_RD) && (DE_SRC1!= 5'd0) && (MW_REGWRT==1'd1);
assign CHECK_SRC2_EM = (DE_SRC2==EM_RD) && (DE_SRC2!= 5'd0) && (EM_REGWRT==1'd1);
assign CHECK_SRC2_MW = (DE_SRC2==MW_RD) && (DE_SRC2!= 5'd0) && (MW_REGWRT==1'd1);
assign STALL1 = ((TYPE==R)||(TYPE==S)||(TYPE==B))&& (CHECK_SRC1_EM || CHECK_SRC1_MW || CHECK_SRC2_EM || CHECK_SRC2_MW) ? 1'b1: 1'b0;
assign STALL2 = ((TYPE==I)) && (CHECK_SRC1_EM || CHECK_SRC1_MW)  ? 1'b1: 1'b0;
assign STALL3 = (1'b0) && (CHECK_SRC2_EM || CHECK_SRC2_MW)  ? 1'b1: 1'b0;
assign STALL_PROCESSOR = STALL1||STALL2||STALL3;
endmodule
==> run.sh <==
#!/bin/bash
# OpenROAD 26Q1-2900-gdf79404cd8, Yosys 0.63+post, stock flow scripts
make -C /OpenROAD-flow-scripts/flow DESIGN_CONFIG=/design/flow/config.mk WORK_HOME=/design/flow/orfs finish
==> config.mk <==
export PLATFORM = sky130hd
export DESIGN_NAME = StallUnit
export DESIGN_NICKNAME = StallUnit
export VERILOG_FILES = /design/flow/design.v
export SDC_FILE = /design/flow/constraint.sdc
export NUM_CORES = 4
export LEC_CHECK = 1
export CORE_AREA = 10 10 70 70
export DIE_AREA = 0 0 80 80
==> constraint.sdc <==
current_design StallUnit

set clk_period 1.7
set clk_io_pct 0.2

create_clock -name clk0 -period $clk_period

set non_clock_inputs [all_inputs -no_clocks]
set_input_delay [expr $clk_period * $clk_io_pct] -clock clk0 $non_clock_inputs
set_output_delay [expr $clk_period * $clk_io_pct] -clock clk0 [all_outputs]
==> job_summary.md <==
## Implementation flow summary

| Metric | Value |
|---|---|
| Least-Margin Pin Slew | 0.234 ns |
| Post-route cell area | 678 um^2 |
| Core Region | 3420 um^2 |
| Leakage power | 0.288 nW |
| Yosys cell types | 9 |
| Worst Path Required | 1.36 ns |
| Yosys top cell area share | 49.3% |
| Congestion Overflow GR | 0 |
| Seq share, synth | 0% |
| Max FO, Critical Path | 3 |
| NetSw | 60.2 uW |
| Slew Limit Headroom | 84.3% |
| Total power | 145 uW |
| WL/cell | 11.6 um |
| WS Path Type | input pin to output pin |
| ANT cells | 0 |
| Tool Warnings | 33 |
| Row count | 21 |
| Port bufs | 26 |
| Sw Share | 41.4% |
| Final setup violating endpoints | 0 |
| Vias post-DR | 369 |
| Routed Antenna Nets | 0 |
| Placed instance area | 639 um^2 |
| Status | complete, no violations |
| Via-to-Cell Ratio | 3.27 |
| RD Place Congestion | 0.759 |
| Iteration count of the initial detailed-routing pass | 4 |
| Int Power | 85.3 uW |
| Share of power burned in combinational logic | 100.0% |
| Clock Power Share | 0% |
| Routed WL | 1310 um |
| Ys Warns | 0 |
| Total setup buffers inserted after CTS | 0 |
| RSZ-0062 raised after global routing | true |
| CP max-delay cell | or4_4 |
| Ratio of cells with drive above 1 in the final layout | 53.7% |
| Fin crit period | 1.67 ns |
| HPWL Detailed | 1190 um |
| Number of cells in Yosys stat | 36 |
| CP Launch Type | input pin |
| Vias in the first global route | 448 |
| Hold wc startpoint | DE_SRC1[0] |
| Flop count | 0 |
| P per Cell Area | 214 nW/um^2 |
| Mapped cell area | 284 um^2 |
| Initial detailed-routing violation count | 3 |
| Top Ports | 26 |
| Initial antenna violation count | 0 |
| Slew Limit Fails | 0 |
| Die Ht | 80 um |
| Seq pwr share | 0% |
| CLK BUF | 0 |
| Area leader, netlist | xor2_1 |
| Fp util | 8.32% |
| GR Util All Layers | 3.93% |
| Hold depth | 4 |
| Critical path, cell by cell | buf_8, or4_4, o22ai_2, o22ai_1, buf_2 |
| Maximum vdd drop | 0.0783 mV |
| Max Cap Violations | 0 |
| Cells after Synth | 36 |
| Fmax | 0.599 GHz |
| Final Hold Viols | 0 |
| Critical Path AT | 1.33 ns |
| Die Width | 80 um |
| First-pass GRT wire length | 2060 um |
| CP max stage delay | 0.53 ns |
| Period utilization | 98.1% |
| Crit end category | output pin |
| Die area | 6400 um^2 |
| Pin count of the biggest net entering global routing | 4 |
| Flop area | 0 um^2 |
| Hold Crit Class | input pin to output pin |
| Drc violations | 0 |
| Yosys chip area | 284 um^2 |
| Top cells by area | xor2_1 49%, xnor2_1 12%, nor4_1 8.8% |
| Area grow syn2layout | 139% |
| CTS Hold Buffers Added | 0 |
| Post-Syn Area per Cell | 7.89 um^2 |
| Worst hold endpoint | STALL_PROCESSOR |
## power groups by stage
stage | clock, mW | combinational, mW | sequential, mW
after CTS | 0 | 0.132 | 0
final | 0 | 0.145 | 0
after global routing | 0 | 0.160 | 0
## worst max-delay path, delay by kind of cell
kind / cells / cell delay, ns
buf+inv: 2 / 0.22
compound gates: 2 / 0.23
simple gates: 1 / 0.53
## cell usage in the layout (no fill, tap or decap), drive strengths merged
cell and count:
buf 18, and2 2, dlygate4sd2 2, or4 2
clkdlybuf4s15 2, xor2 16, a32oi 2, nor3b 1
clkdlybuf4s50 2, clkbuf 5, dlymetal6s2s 2, nor2b 2
xnor2 4, nor4 4, o22ai 3
## final cells by class
cell class,count,area (um^2)
well taps,46,57.6
repair buffers,31,263
fillers,399,2740
multi-input cells,36,358
## what timing repair did
action | in CTS | in global routing
pin swaps | 14 | 15
setup endpoints to repair | 1 | 1
gates resized | 79 | 24
## per-stage QoR
stage / hold WS, ns / setup WS (ns) / setup TNS, ns / std cells / util, %
after floorplan: 0.793 / 0.305 / 0 / 36 / -
after global placement: 1.81 / -0.726 / -0.726 / 113 / 18.7
after detailed placement: 1.82 / -0.698 / -0.698 / 113 / 18.7
after CTS: 1.11 / 0.00000733 / 0 / 113 / 18.5
after global routing: 1.15 / -0.0134 / -0.0134 / 113 / 19.9
final: 1.11 / 0.0319 / 0 / 113 / 19.9
## layer usage
metal / global-route usage (%) / routed length (um) / vias up
met5: 0 / 0 / -
met4: 0 / 0 / 0
met3: 1.25 / 119 / 0
met2: 5.94 / 530 / 17
met1: 5.60 / 659 / 157
li1: - / - / 195
## logic make-up (layout without fill, tap and decap cells)
family / Yosys count / count (layout) / share of synthesized area (%)
compound gates: 5 / 5 / 12.8
xor+xnor: 20 / 20 / 61.7
buf+inv: 0 / 31 / 0
simple gates: 11 / 11 / 25.5
## Yosys cell counts (all sizes together)
master  count
xor2       16
or4         2
nor2b       2
nor4        4
o22ai       3
a32oi       2
nor3b       1
and2        2
xnor2       4
## worst max-delay path by stage
stage         startpoint         endpoint  slack, ns  depth (start not counted)
global route    EM_RD[3]  STALL_PROCESSOR      -0.01                          6
finish        DE_SRC1[2]  STALL_PROCESSOR       0.03                          5
CTS             EM_RD[1]  STALL_PROCESSOR   0.000007                          6
No activity file was given, so power comes from the tool's default toggle rates.
