==> config.mk <==
export PLATFORM = sky130hd
export DESIGN_NAME = ForwardingUnit
export DESIGN_NICKNAME = ForwardingUnit
export VERILOG_FILES = /design/flow/design.v
export SDC_FILE = /design/flow/constraint.sdc
export NUM_CORES = 4
export LEC_CHECK = 1
export CORE_AREA = 10 10 70 70
export DIE_AREA = 0 0 80 80
==> constraint.sdc <==
current_design ForwardingUnit

set clk_period 3.4
set clk_io_pct 0.2

create_clock -name clk0 -period $clk_period

set non_clock_inputs [all_inputs -no_clocks]
set_input_delay [expr $clk_period * $clk_io_pct] -clock clk0 $non_clock_inputs
set_output_delay [expr $clk_period * $clk_io_pct] -clock clk0 [all_outputs]
==> design.v <==
`timescale 1ns / 1ps
module ForwardingUnit(
    input [4:0] DE_RS1,
    input [4:0] DE_RS2,
    input [4:0] EM_RD,
    input [4:0] MW_RD,
    input EM_REGWRT,
    input EM_M2R,
    input EM_WRTSRC,
    input MW_REGWRT,
    input MW_M2R,
    input MW_WRTSRC,
    output [2:0] FWD_MUX1,
    output [2:0] FWD_MUX2  
);
wire RS1_EM_RD_EQUAL, RS1_MW_RD_EQUAL, RS2_EM_RD_EQUAL, RS2_MW_RD_EQUAL;
assign RS1_EM_RD_EQUAL = (DE_RS1==EM_RD) && (DE_RS1!= 5'd0) && (EM_REGWRT==1'd1);
assign RS1_MW_RD_EQUAL = (DE_RS1==MW_RD) && (DE_RS1!= 5'd0) && (MW_REGWRT==1'd1);
assign RS2_EM_RD_EQUAL = (DE_RS2==EM_RD) && (DE_RS2!= 5'd0) && (EM_REGWRT==1'd1);
assign RS2_MW_RD_EQUAL = (DE_RS2==MW_RD) && (DE_RS2!= 5'd0) && (MW_REGWRT==1'd1);
assign FWD_MUX1 = (RS1_EM_RD_EQUAL && (EM_M2R==1'd0) && (EM_WRTSRC==1'd1) )? 3'd1:  
                 (RS1_EM_RD_EQUAL && (EM_M2R==1'd1) && (EM_WRTSRC==1'd1) )? 3'd2:  
                 (RS1_EM_RD_EQUAL && (EM_M2R==1'd0) && (EM_WRTSRC==1'd0) )? 3'd3:  
                 (RS1_MW_RD_EQUAL)? 3'd4:  
                 3'd0;  
assign FWD_MUX2 = (RS2_EM_RD_EQUAL && (EM_M2R==1'd0) && (EM_WRTSRC==1'd1) )? 3'd1:  
                 (RS2_EM_RD_EQUAL && (EM_M2R==1'd1) && (EM_WRTSRC==1'd1) )? 3'd2:  
                 (RS2_EM_RD_EQUAL && (EM_M2R==1'd0) && (EM_WRTSRC==1'd0) )? 3'd3:  
                 (RS2_MW_RD_EQUAL)? 3'd4:  
                 3'd0;  
endmodule
==> run.sh <==
#!/bin/bash
# OpenROAD 26Q1-2900-gdf79404cd8, Yosys 0.63+post, stock flow scripts
make -C /OpenROAD-flow-scripts/flow DESIGN_CONFIG=/design/flow/config.mk WORK_HOME=/design/flow/orfs finish
==> results.txt <==
The layout was made with Yosys and OpenROAD.

Compared with the post-synthesis result, the final layout area differs by 113.5%. Per the detail_route report, inserted antenna diodes total 0. The clock buffer count in the final layout is 0. Detailed routing inserted a total of 406 vias.

The dominant cell type by area after synthesis is sky130_fd_sc_hd__xnor2_1. The wire length per cell after detailed routing is 11.79 µm. The worst setup path is captured at an output port.

Per the OpenROAD floorplan log, the area of the die is 6400 µm². The floorplan has 21 rows. By startpoint and endpoint, the worst setup path is classified as primary input to output port.

The fraction of synthesized cell area taken by the top area cell type is 0.3611. In this run the cell area of the synthesized design comes to 315.3 µm². The internal power of the cells is between 0.04 and 0.05 mW. The yosys cell count is 41. Hold timing on the final database bottoms out at a slack of around 2.4 ns. The post-cts resize count is 0. The worst-case max-slew headroom was logged as 0.7459. In the floorplan report the effective utilization is 0.09231. By instance count after routing, the leading logic cell types are sky130_fd_sc_hd__clkdlybuf4s50_1, sky130_fd_sc_hd__xnor2_1, sky130_fd_sc_hd__xor2_1. Per the layout area report, the combinational gate area comes to 311.5 µm². Per the layout area report, the register area comes to 0 µm². The number of setup buffers added after CTS is 0. The share of total power dissipated in the clock network is 0. The floorplan step set the die width to 80 µm. The fraction of final layout cells with drive strength greater than 1 is 0. Dividing the final minimum period by the clock period gives 0.9798. The script extracted a total leakage power of 0.2170 nW. The sequential element share of the synthesized area is 0. At the end of routability-driven placement, the weighted congestion stood at around 0.75. The global route stage reports its total congestion overflow as 0. In this run the count of I/O pins placed on the die edge is 32. The warning total across the stage logs is 34. For this design, the CTS-stage hold fixing added 0 buffers.

Per the post-route antenna check, the number of violating nets is 0. The min-delay analysis places its worst path in the category primary input to output port. The mean cell area of the mapped netlist is 7.690 µm². The maximum number of pins on one net before global-route repair is 6.

The share of total power in combinational logic is 1.000. For the final routed database, the setup TNS stands at 0 ns. The number of buffers inserted by port buffering is 30. The worst endpoint data arrival time is 2.65 ns. The wire length of the first global-routing pass is just over 2 mm. Once detailed placement completed, the half-perimeter wirelength came to 1.284 mm. The layout filler cell count is just under 400. The max-capacitance violation count is 0. The via count of the first global-routing pass is approximately 390.

The most common logic cell in the routed design is sky130_fd_sc_hd__clkdlybuf4s50_1. The initial DRC count is 9. The flip-flop and latch count is 0. Yosys printed 0 warnings. Based on the critical path, the design can be clocked at up to 0.3002 GHz. The count of distinct cell types in the synthesized netlist is 12. The final hold violation count recorded for this run is 0. The number of setup violations in the final report is 0. The script computed the net switching share of total power as 0.3636. After detailed routing, the number of remaining DRC violations is 0.

For this block, the routed nets add up to 1.380 mm of wire. The final tally of max-slew violations is 0. The data required time of the critical path is between 2 and 3 ns.

The post-synthesis chip area from yosys is 315.3 µm². The per-cell via count in the routed design is ~3.5. The placeable core region is 3416 µm². The synthesis report lists the most area-consuming cells as sky130_fd_sc_hd__xnor2_1, sky130_fd_sc_hd__xor2_1, sky130_fd_sc_hd__or4_1. The flow reported a cell area power density of 98.76 nW/µm². The net switching power in the latest report is 0.02418 mW. In the log, the iteration count for the first detailed-route pass is 4. In the global route stage, overall resource usage came out at 0.04041. Per the OpenROAD floorplan log, the height of the die is around 80 µm. The worst VDD IR drop from the latest analysis is 48.77 µV. The slew of the pin with the lowest slew margin is between 0.3 and 0.4 ns.

The post-route minimum period is 3.331 ns. The sequential share of power is 0. The synthesized instance count is 41. The sort of element at the start of the critical path is a primary input. The maximum fanout along the worst path is 3. The initial antenna violation count is 0. Setup repair after global routing left no endpoint under its margin. The flow ran to the end, and the final reports show no timing, DRC or antenna violations.
metal layers:
metal  part of all wire  wire, µm  up-vias  track usage
met1               0.61       836      168      0.07383
li1                   -         -      211            -
met5                  0         0        -            0
met2               0.25       351       27      0.03612
met3               0.14       192        0      0.02045
met4                  0         0        0            0
area by class of cell:
cell class                 instances  area share
multi-input combinational         40      0.4628
tap                               46     0.08550
timing repair buffer              30      0.4461
inverter                           1    0.005576
cell families (layout without fill, tap and decap cells):
family                    after synthesis  count (layout)  share of synthesized area
AOI/OAI and AO/OA                       3               3                    0.05557
xor gates and xnor gates               21              21                     0.5833
buffers and inverters                   1              31                    0.01189
and+or+nand+nor                        16              16                     0.3492
power by group through the flow:
stage         sequential (mW)  clock, mW  combinational [mW]
CTS                         0          0              0.0667
global route                0          0              0.0716
finish                      0          0              0.0665
worst max-delay path, stage by stage:
cell and delay (ns):
sky130_fd_sc_hd__clkdlybuf4s50_1 0.55, sky130_fd_sc_hd__xnor2_1 0.14, sky130_fd_sc_hd__nand3_1 0.08, sky130_fd_sc_hd__nor3_1 0.31, sky130_fd_sc_hd__nor4bb_1 0.37, sky130_fd_sc_hd__clkdlybuf4s50_1 0.52
synth_stat cells:
cell / instances
sky130_fd_sc_hd__nor4bb_1: 2
sky130_fd_sc_hd__nor3_1: 2
sky130_fd_sc_hd__xnor2_1: 13
sky130_fd_sc_hd__nand3_1: 2
sky130_fd_sc_hd__nand4_1: 2
sky130_fd_sc_hd__xor2_1: 8
sky130_fd_sc_hd__or4_1: 4
sky130_fd_sc_hd__inv_1: 1
sky130_fd_sc_hd__nor2_1: 2
sky130_fd_sc_hd__a21oi_1: 2
sky130_fd_sc_hd__and4b_1: 2
sky130_fd_sc_hd__a21boi_0: 1
per-stage QoR:
step	total power, mW	instances	area [µm²]	utilization	setup WS [ns]
floorplan	0.02396	41	315.3	-	1.229
global placement	0.06561	117	673.1	0.1971	0.1242
detailed placement	0.06636	117	673.1	0.1971	0.09675
CTS	0.06673	117	673.1	0.1971	0.09818
global route	0.07161	117	673.1	0.1971	0.005179
finish	0.06648	117	673.1	0.1971	0.06875
path summary, 6_finish.rpt:
check | startpoint | end | cells after the start
max | DE_RS1[2] | FWD_MUX1[0] | 6
min | EM_REGWRT | FWD_MUX1[0] | 3
Power is estimated from default activity; no workload was simulated.
